==> config.mk <==
export PLATFORM = sky130hd
export DESIGN_NAME = igpu
export DESIGN_NICKNAME = igpu
export VERILOG_FILES = /design/flow/design.v
export SDC_FILE = /design/flow/constraint.sdc
export NUM_CORES = 4
export LEC_CHECK = 1
export CORE_UTILIZATION = 30
export SYNTH_HDL_FRONTEND = slang
==> constraint.sdc <==
current_design igpu

set clk_period 161.1
set clk_io_pct 0.2

create_clock -name clk0 -period $clk_period [get_ports {clk}]

set non_clock_inputs [all_inputs -no_clocks]
set_input_delay [expr $clk_period * $clk_io_pct] -clock clk0 $non_clock_inputs
set_output_delay [expr $clk_period * $clk_io_pct] -clock clk0 [all_outputs]
==> design.v <==
package types;
    typedef enum logic [3:0] {
        READ,
        WRITE,
        IDLE
    } cpu_state_t;
  typedef union packed {
    logic [47:0] raw;   
    struct packed {
      logic skip_r;
      logic skip_g;
      logic skip_b;
      logic skip_a;
      logic [7:0] r_min;
      logic [7:0] g_min;
      logic [7:0] b_min;
      logic [7:0] a_min;
      logic [11:0] bits_required;  
      } min_values;
    } header_t;
  typedef union packed {
    struct packed {
      logic [31:0][7:0] r_channel;
      logic [31:0][7:0] g_channel;
      logic [31:0][7:0] b_channel;
      logic [31:0][7:0] a_channel;
    } channels;
    logic [31:0] [3:0] [7:0] pixels;
  } pixels_t;
  typedef union packed {
    logic [64 * 8 - 1 : 0] raw;
    struct packed {
      header_t h;
      logic [0:31][13:0] pix;
      logic [15:0]       pad;
    } l;
    } line_t;
  typedef struct {
    pixels_t pixels;
    header_t header;
    logic compressable;
    struct packed {
      logic [7:0] r_max;
      logic [7:0] g_max;
      logic [7:0] b_max;
      logic [7:0] a_max;
      } max_pixels;
    } header_residual_reg;
  typedef struct {
    pixels_t residuals;
    header_t header;
    logic compressable;
    } residual_compress_reg;
  typedef struct {
    logic compressable;
    logic [1:0] flag;
    struct packed {
      line_t l1;
    } lines;
  } compress_commit_reg;
endpackage
module compress
(
 input types::residual_compress_reg cr_reg,
 output types::compress_commit_reg cc_reg
 );
  types::line_t l1;
  logic [2:0] r_req, g_req, b_req, a_req;
  logic [3:0] bit_pos;
  integer index, j;
  always_comb begin
    l1.raw = '0;
    r_req = '0;
    g_req = '0;
    b_req = '0;
    a_req = '0;
    if (cr_reg.compressable) begin
      l1.l.h = cr_reg.header.raw;
      r_req = cr_reg.header.min_values.bits_required[11:9];
      g_req = cr_reg.header.min_values.bits_required[8:6];
      b_req = cr_reg.header.min_values.bits_required[5:3];
      a_req = cr_reg.header.min_values.bits_required[2:0];
      for (int i = 0; i < 32; i++) begin
        bit_pos = 4'b0;
            if (!cr_reg.header.min_values.skip_a) begin
                case (a_req)
                    3'b001: l1.l.pix[i][bit_pos+:2] = cr_reg.residuals.channels.a_channel[i][1:0];
                    3'b000: l1.l.pix[i][bit_pos+:1] = cr_reg.residuals.channels.a_channel[i][0:0];
                    3'b010: l1.l.pix[i][bit_pos+:3] = cr_reg.residuals.channels.a_channel[i][2:0];
                    3'b011: l1.l.pix[i][bit_pos+:4] = cr_reg.residuals.channels.a_channel[i][3:0];
                    3'b100: l1.l.pix[i][bit_pos+:5] = cr_reg.residuals.channels.a_channel[i][4:0];
                    3'b101: l1.l.pix[i][bit_pos+:6] = cr_reg.residuals.channels.a_channel[i][5:0];
                    3'b110: l1.l.pix[i][bit_pos+:7] = cr_reg.residuals.channels.a_channel[i][6:0];
                    3'b111: l1.l.pix[i][bit_pos+:8] = cr_reg.residuals.channels.a_channel[i][7:0];
                endcase
                bit_pos += 4'(a_req + 1);
            end
            if (!cr_reg.header.min_values.skip_b) begin
                case (b_req)
                    3'b000: l1.l.pix[i][bit_pos+:1] = cr_reg.residuals.channels.b_channel[i][0:0];
                    3'b001: l1.l.pix[i][bit_pos+:2] = cr_reg.residuals.channels.b_channel[i][1:0];
                    3'b010: l1.l.pix[i][bit_pos+:3] = cr_reg.residuals.channels.b_channel[i][2:0];
                    3'b011: l1.l.pix[i][bit_pos+:4] = cr_reg.residuals.channels.b_channel[i][3:0];
                    3'b100: l1.l.pix[i][bit_pos+:5] = cr_reg.residuals.channels.b_channel[i][4:0];
                    3'b101: l1.l.pix[i][bit_pos+:6] = cr_reg.residuals.channels.b_channel[i][5:0];
                    3'b110: l1.l.pix[i][bit_pos+:7] = cr_reg.residuals.channels.b_channel[i][6:0];
                    3'b111: l1.l.pix[i][bit_pos+:8] = cr_reg.residuals.channels.b_channel[i][7:0];
                endcase
                bit_pos += 4'(b_req + 1);
            end
            if (!cr_reg.header.min_values.skip_g) begin
                case (g_req)
                    3'b000: l1.l.pix[i][bit_pos+:1] = cr_reg.residuals.channels.g_channel[i][0:0];
                    3'b001: l1.l.pix[i][bit_pos+:2] = cr_reg.residuals.channels.g_channel[i][1:0];
                    3'b010: l1.l.pix[i][bit_pos+:3] = cr_reg.residuals.channels.g_channel[i][2:0];
                    3'b011: l1.l.pix[i][bit_pos+:4] = cr_reg.residuals.channels.g_channel[i][3:0];
                    3'b100: l1.l.pix[i][bit_pos+:5] = cr_reg.residuals.channels.g_channel[i][4:0];
                    3'b101: l1.l.pix[i][bit_pos+:6] = cr_reg.residuals.channels.g_channel[i][5:0];
                    3'b110: l1.l.pix[i][bit_pos+:7] = cr_reg.residuals.channels.g_channel[i][6:0];
                    3'b111: l1.l.pix[i][bit_pos+:8] = cr_reg.residuals.channels.g_channel[i][7:0];
                endcase
                bit_pos += 4'(g_req + 1);
            end
            if (!cr_reg.header.min_values.skip_r) begin
                case (r_req)
                    3'b000: l1.l.pix[i][bit_pos+:1] = cr_reg.residuals.channels.r_channel[i][0:0];
                    3'b001: l1.l.pix[i][bit_pos+:2] = cr_reg.residuals.channels.r_channel[i][1:0];
                    3'b010: l1.l.pix[i][bit_pos+:3] = cr_reg.residuals.channels.r_channel[i][2:0];
                    3'b011: l1.l.pix[i][bit_pos+:4] = cr_reg.residuals.channels.r_channel[i][3:0];
                    3'b100: l1.l.pix[i][bit_pos+:5] = cr_reg.residuals.channels.r_channel[i][4:0];
                    3'b101: l1.l.pix[i][bit_pos+:6] = cr_reg.residuals.channels.r_channel[i][5:0];
                    3'b110: l1.l.pix[i][bit_pos+:7] = cr_reg.residuals.channels.r_channel[i][6:0];
                    3'b111: l1.l.pix[i][bit_pos+:8] = cr_reg.residuals.channels.r_channel[i][7:0];
                endcase
                bit_pos += 4'(r_req + 1);
            end
        end
    end
  end
  always_comb begin
    cc_reg.compressable = cr_reg.compressable;
    cc_reg.flag = '0;
    cc_reg.lines.l1 = '0;
    if (cr_reg.compressable) begin
        cc_reg.lines.l1 = l1;
        cc_reg.flag = 2'b01;
    end
    end
endmodule : compress
module header
import types::*;
(
 input types::pixels_t pixels,
 output types::header_residual_reg hr_reg
 );
  logic [3:0] [7:0] mins;
  logic [5:0] [3:0] [7:0] imms_min;
  logic [3:0] [7:0] maxes;
  logic [5:0] [3:0] [7:0] imms_max;
  function automatic logic [3:0] [7:0] find_min(input int start_idx, input int end_idx);
  logic [3:0] [7:0] min_val;
  min_val = '1;
  for (int i = start_idx; i < end_idx; i++) begin
  for (int j = 0; j < 4; j++) begin
      if (pixels.pixels[i][j] < min_val[j])
          min_val[j] = pixels.pixels[i][j];
  end
  end
  return min_val;
  endfunction;  
  function automatic logic [3:0] [7:0] find_max(input int start_idx, input int end_idx);
  logic [3:0] [7:0] max_val;
  max_val = '0;
  for (int i = start_idx; i < end_idx; i++) begin
  for (int j = 0; j < 4; j++) begin
      if (pixels.pixels[i][j] > max_val[j])
          max_val[j] = pixels.pixels[i][j];
  end
  end
  return max_val;
  endfunction;  
  always_comb imms_min[0] = find_min(0, 8);
  always_comb imms_min[1] = find_min(8, 16);
  always_comb imms_min[2] = find_min(16, 24);
  always_comb imms_min[3] = find_min(24, 32);
  always_comb imms_max[0] = find_max(0, 8);
  always_comb imms_max[1] = find_max(8, 16);
  always_comb imms_max[2] = find_max(16, 24);
  always_comb imms_max[3] = find_max(24, 32);
  always_comb begin
    end
  always_comb begin
    for (int j = 0; j < 4; j++) begin
      imms_min[4][j] = (imms_min[0][j] < imms_min[1][j]) ? imms_min[0][j] : imms_min[1][j];
      imms_min[5][j] = (imms_min[2][j] < imms_min[3][j]) ? imms_min[2][j] : imms_min[3][j];
    end
    mins[0] = (imms_min[4][0] < imms_min[5][0]) ? imms_min[4][0] : imms_min[5][0];
    mins[1] = (imms_min[4][1] < imms_min[5][1]) ? imms_min[4][1] : imms_min[5][1];
    mins[2] = (imms_min[4][2] < imms_min[5][2]) ? imms_min[4][2] : imms_min[5][2];
    mins[3] = (imms_min[4][3] < imms_min[5][3]) ? imms_min[4][3] : imms_min[5][3];
  end
  always_comb begin
    for (int j = 0; j < 4; j++) begin
      imms_max[4][j] = (imms_max[0][j] > imms_max[1][j]) ? imms_max[0][j] : imms_max[1][j];
      imms_max[5][j] = (imms_max[2][j] > imms_max[3][j]) ? imms_max[2][j] : imms_max[3][j];
    end
    maxes[0] = (imms_max[4][0] > imms_max[5][0]) ? imms_max[4][0] : imms_max[5][0];
    maxes[1] = (imms_max[4][1] > imms_max[5][1]) ? imms_max[4][1] : imms_max[5][1];
    maxes[2] = (imms_max[4][2] > imms_max[5][2]) ? imms_max[4][2] : imms_max[5][2];
    maxes[3] = (imms_max[4][3] > imms_max[5][3]) ? imms_max[4][3] : imms_max[5][3];
  end
  always_comb begin
    hr_reg.compressable = 1'b1;
    hr_reg.pixels = pixels;
    hr_reg.header.min_values.bits_required = '0;
    hr_reg.header.min_values.skip_r = 1'b0;
    hr_reg.header.min_values.skip_g = 1'b0;
    hr_reg.header.min_values.skip_b = 1'b0;
    hr_reg.header.min_values.skip_a = 1'b0;
    hr_reg.header.min_values.r_min = mins[0];
    hr_reg.header.min_values.g_min = mins[1];
    hr_reg.header.min_values.b_min = mins[2];
    hr_reg.header.min_values.a_min = mins[3];
    hr_reg.max_pixels.r_max = maxes[0];
    hr_reg.max_pixels.g_max = maxes[1];
    hr_reg.max_pixels.b_max = maxes[2];
    hr_reg.max_pixels.a_max = maxes[3];
  end
  endmodule : header
module igpu
import types::*;
(
  input logic            clk,
  input logic            rst,
  input types::pixels_t pixels,
  output logic [511:0] lines,
  output logic [1:0] flag
);
  types::header_residual_reg hr_reg, hr_reg_next;
  types::residual_compress_reg cr_reg, cr_reg_next;
  types::compress_commit_reg cc_reg, cc_reg_next;
  header header_inst(.pixels(pixels), .hr_reg(hr_reg_next));
  residual residual_inst(.hr_reg(hr_reg), .cr_reg(cr_reg_next));
  compress compress_inst(.cr_reg(cr_reg), .cc_reg(cc_reg_next));
  always @(posedge clk) begin
    if (rst) begin
      hr_reg <= types::header_residual_reg'(1105'b0);
      cr_reg <= types::residual_compress_reg'(1073'b0);
      cc_reg <= types::compress_commit_reg'(515'b0);
    end
    else begin
      hr_reg <= hr_reg_next;
      cr_reg <= cr_reg_next;
      cc_reg <= cc_reg_next;
    end
  end
  always_comb begin
    lines = cc_reg.lines.l1.raw;
    flag = cc_reg.flag;
  end
endmodule
module residual
import types::*;
(
  input types::header_residual_reg hr_reg,
  output types::residual_compress_reg cr_reg
 );
  logic [3:0] [7:0] rgba_logs;
  types::pixels_t sub_pixels;
  logic [7:0] r_diff, g_diff, b_diff, a_diff;
  types::header_t header;
  always_comb begin
    r_diff = hr_reg.max_pixels.r_max - hr_reg.header.min_values.r_min;
    g_diff = hr_reg.max_pixels.g_max - hr_reg.header.min_values.g_min;
    b_diff = hr_reg.max_pixels.b_max - hr_reg.header.min_values.b_min;
    a_diff = hr_reg.max_pixels.a_max - hr_reg.header.min_values.a_min;
    rgba_logs[0] = (r_diff == 8'd0) ? 8'd0 :
                   (r_diff <= 8'd1) ? 8'd1 :
                   (r_diff <= 8'd3) ? 8'd2 :
                   (r_diff <= 8'd7) ? 8'd3 :
                   (r_diff <= 8'd15) ? 8'd4 :
                   (r_diff <= 8'd31) ? 8'd5 :
                   (r_diff <= 8'd63) ? 8'd6 :
                   (r_diff <= 8'd127) ? 8'd7 :
                   8'd8;
    rgba_logs[1] = (g_diff == 8'd0) ? 8'd0 :
                   (g_diff <= 8'd1) ? 8'd1 :
                   (g_diff <= 8'd3) ? 8'd2 :
                   (g_diff <= 8'd7) ? 8'd3 :
                   (g_diff <= 8'd15) ? 8'd4 :
                   (g_diff <= 8'd31) ? 8'd5 :
                   (g_diff <= 8'd63) ? 8'd6 :
                   (g_diff <= 8'd127) ? 8'd7 :
                   8'd8;
    rgba_logs[2] = (b_diff == 8'd0) ? 8'd0 :
                   (b_diff <= 8'd1) ? 8'd1 :
                   (b_diff <= 8'd3) ? 8'd2 :
                   (b_diff <= 8'd7) ? 8'd3 :
                   (b_diff <= 8'd15) ? 8'd4 :
                   (b_diff <= 8'd31) ? 8'd5 :
                   (b_diff <= 8'd63) ? 8'd6 :
                   (b_diff <= 8'd127) ? 8'd7 :
                   8'd8;
    rgba_logs[3] = (a_diff == 8'd0) ? 8'd0 :
                   (a_diff <= 8'd1) ? 8'd1 :
                   (a_diff <= 8'd3) ? 8'd2 :
                   (a_diff <= 8'd7) ? 8'd3 :
                   (a_diff <= 8'd15) ? 8'd4 :
                   (a_diff <= 8'd31) ? 8'd5 :
                   (a_diff <= 8'd63) ? 8'd6 :
                   (a_diff <= 8'd127) ? 8'd7 :
                   8'd8;
    header.min_values.skip_r = (r_diff == '0) ? 1'b1 : 1'b0;
    header.min_values.skip_g = (g_diff == '0) ? 1'b1 : 1'b0;
    header.min_values.skip_b = (b_diff == '0) ? 1'b1 : 1'b0;
    header.min_values.skip_a = (a_diff == '0) ? 1'b1 : 1'b0;
    header.min_values.r_min = hr_reg.header.min_values.r_min;
    header.min_values.g_min = hr_reg.header.min_values.g_min;
    header.min_values.b_min = hr_reg.header.min_values.b_min;
    header.min_values.a_min = hr_reg.header.min_values.a_min;
    header.min_values.bits_required[11:9] = (r_diff != '0) ? 3'(rgba_logs[0] - 1) : 3'b0;
    header.min_values.bits_required[8:6]  = (g_diff != '0) ? 3'(rgba_logs[1] - 1) : 3'b0;
    header.min_values.bits_required[5:3]  = (b_diff != '0) ? 3'(rgba_logs[2] - 1) : 3'b0;
    header.min_values.bits_required[2:0]  = (a_diff != '0) ? 3'(rgba_logs[3] - 1) : 3'b0;
    for (int i = 0; i < 32; i++) begin
      sub_pixels.pixels[i][0] = hr_reg.pixels.pixels[i][0] - hr_reg.header.min_values.r_min;
      sub_pixels.pixels[i][1] = hr_reg.pixels.pixels[i][1] - hr_reg.header.min_values.g_min;
      sub_pixels.pixels[i][2] = hr_reg.pixels.pixels[i][2] - hr_reg.header.min_values.b_min;
      sub_pixels.pixels[i][3] = hr_reg.pixels.pixels[i][3] - hr_reg.header.min_values.a_min;
    end
    cr_reg.compressable = ((rgba_logs[0] + rgba_logs[1] + rgba_logs[2] + rgba_logs[3]) <= 14) ? 1'b1 : 1'b0;
    cr_reg.residuals = sub_pixels;
    cr_reg.header = header;
  end
  endmodule : residual
==> run.sh <==
#!/bin/bash
# OpenROAD 26Q1-2900-gdf79404cd8, Yosys 0.63+post, stock flow scripts
make -C /OpenROAD-flow-scripts/flow DESIGN_CONFIG=/design/flow/config.mk WORK_HOME=/design/flow/orfs finish
==> results.ini <==
[die]
fp.dieW_mm = 1.08
fp_util_pct = 30.1
num_io_pins = 1540
fp.dieH_mm = 1.08
num_rows = 396

[run_status]
first-error = [ERROR GRT-0116] Global routing finished with congestion. Check the congestion regions in the DRC Viewer.
haltStage = 5_1_grt
status = did not finish

[logic_synthesis]
top_area_share_pct = 15.2
synth-edff-count = 0
ff_type = dfxtp_1
synth_area_leader_cell = dfxtp_1
ys_types = 118
yosys_cells = 53000
synth_cells = 53000
syn_area_um2 = 350000
ys_chip_area_um2 = 350000
async_reset_ff_share_pct = 0
synth_flops = 2658
synthTopCellsByArea = dfxtp_1, ha_1, a21oi_1, o21ai_0, nor2_1
avgSynthCellArea_um2 = 6.59
ys_seq_share_pct = 15.2
yosys_warnings = 0

[clocking]
root_buffer = clkbuf_16
h-tree-depth = 5
cts_setup_buffers = 0
clock_path_buffers = 5
cts_num_sinks = 2658
cts_resized = 0
cts-hold-fix-buffers = 0
cts_made_buffers = 336

[global_routing]
grt-ovfl-total = 155
grt_pass1_vias = 494000
grt_max_degree = 135
grt_use_total_pct = 71.0
grt_first_pass_wirelength_mm = 5370

[place]
hpwlAfterDp_mm = 3170
gp_congestion = 1.32
dp.cells = 70100
port_buffers = 1522

metrics by stage:
stage,worst slack (ns),hold WS [ns],area [um2]
global placement,108.61,0.409,407000
CTS,110.63,0.423,419000
floorplan,112.53,0.406,350000
detailed placement,109.59,0.410,407000
cell usage after synthesis (665+ instances only):
master	n
a211oi_1	889
a21o_1	1087
a21oi_1	6383
a221oi_1	883
a22oi_1	1086
a31oi_1	924
buf_1	665
clkbuf_1	3966
dfxtp_1	2658
ha_1	2661
inv_1	1981
mux2i_1	1169
nand2_1	5538
nand3_1	1076
nor2_1	6144
nor2b_1	1074
nor3_1	835
o211ai_1	786
o21ai_0	5077
o22ai_1	1148
routing by layer:
metal,GRT usage (%),overflow
met1,77.2,9
met5,54.4,0
met2,77.4,68
met3,62.0,29
met4,59.8,49
cells by family after synthesis:
| family | share of synthesized area, % |
|---|---|
| DFF | 15.2 |
| other | 0.00107 |
| and+or+nand+nor | 20.4 |
| buffers and inverters | 7.23 |
| adders and majority gates | 10.4 |
| xor gates and xnor gates | 2.20 |
| AOI/OAI and AO/OA | 39.5 |
| muxes | 5.03 |
